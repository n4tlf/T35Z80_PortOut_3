==> flow/design.v <==
module n_bitReg
#(
    parameter N = 8)             
    (input  load,                
     input  clock,               
     input  clr,                 
     input  [N-1:0] inData,      
     output reg [N-1:0] regOut   
     );
always @(posedge clock or posedge clr) begin
    if(clr == 1)                 
        regOut <= 0;             
    else if(load == 1)           
        regOut <= inData;        
	end
endmodule
==> flow/run.sh <==
#!/bin/bash
# OpenROAD 26Q1-2900-gdf79404cd8, Yosys 0.63+post, stock flow scripts
make -C /OpenROAD-flow-scripts/flow DESIGN_CONFIG=/design/flow/config.mk WORK_HOME=/design/flow/orfs finish
==> flow/config.mk <==
export PLATFORM = sky130hd
export DESIGN_NAME = n_bitReg
export DESIGN_NICKNAME = n_bitReg
export VERILOG_FILES = /design/flow/design.v
export SDC_FILE = /design/flow/constraint.sdc
export NUM_CORES = 4
export LEC_CHECK = 1
export CORE_AREA = 10 10 70 70
export DIE_AREA = 0 0 80 80
==> flow/constraint.sdc <==
current_design n_bitReg

set clk_period 1.5
set clk_io_pct 0.2

create_clock -name clk0 -period $clk_period [get_ports {clock}]

set non_clock_inputs [all_inputs -no_clocks]
set_input_delay [expr $clk_period * $clk_io_pct] -clock clk0 $non_clock_inputs
set_output_delay [expr $clk_period * $clk_io_pct] -clock clk0 [all_outputs]
==> reports/qor.json <==
{
  "outcome": {
    "status": "finished, final reports clean"
  },
  "min_path": {
    "classification_of_the_worst_slack_hold_path": "in -> async"
  },
  "clock_network": {
    "cts-resized-gates": 0,
    "clk_pin_slew_ps": 50,
    "cts.htree.levels": 1,
    "cts_hold_repair.buffers": 0,
    "cts.repair_timing.setup_buffer_count": 0,
    "clock_tree.buffer_depth": 2,
    "tritoncts": "done",
    "numCtsBuffers": 3,
    "clock_tree.root_cell": "sky130_fd_sc_hd__clkbuf_4",
    "clock.latency.late_pin_ps": 240,
    "number_of_sinks_driven_by_the_clock_tree": 8
  },
  "cells_and_area": {
    "top_register": "regOut",
    "area_growth_from_synthesis_to_layout_pct": 80.2,
    "fillers": 382,
    "final_layout_size_suffix_gt1_frac": 0.308,
    "largest_reg_flops": 8,
    "layout_top_registers": "regOut x8"
  },
  "synthesis": {
    "synthDistinctLibCells": 4,
    "top_area_frac": 0.597,
    "postSynth.topFlopCell": "sky130_fd_sc_hd__dfrtp_1",
    "async_flop_share": 1.00,
    "yosys.stat.seqShare": 0.597,
    "postSynthRegisterBits": 8,
    "yosys_warnings": 1,
    "syn-instance-count": 18,
    "common_cells": "8 x sky130_fd_sc_hd__dfrtp_1, 8 x sky130_fd_sc_hd__mux2_4, 1 x sky130_fd_sc_hd__buf_6, 1 x sky130_fd_sc_hd__inv_1",
    "synth.largest_area_cell": "sky130_fd_sc_hd__dfrtp_1",
    "yosys-top-cells-area": "sky130_fd_sc_hd__dfrtp_1 60%, sky130_fd_sc_hd__mux2_4 36%, sky130_fd_sc_hd__buf_6 3.4%",
    "syn-mean-instance-area_um2": 18.6,
    "syn_area_um2": 335,
    "synth.yosys.chip_area_um2": 335,
    "yosys_cells": 18,
    "post_synth_edffs": 0
  },
  "detailed_routing": {
    "detailroute.wirelength.met2_um": 437,
    "wl_met1_um": 337,
    "dr.max_layer_used": "met4",
    "detail_route.wirelength_um": 878,
    "wl_per_cell_um": 10.3,
    "detail_route.iter0.violations": 11,
    "met3RoutedLength_um": 69,
    "viasPerCell": 2.46,
    "ant_nets": 0,
    "num_vias": 209,
    "dr.pass1.iters": 2,
    "drc_errors": 0,
    "antennaDiodeCount": 0
  },
  "critical_path": {
    "reg2reg_slack_ps": 740,
    "timing.critical_path.from": "regOut[3]",
    "path_depth": 1,
    "cp_data_required_time_ps": 1200,
    "master_of_the_slowest_instance_on_the_critical_path": "sky130_fd_sc_hd__clkdlybuf4s50_1",
    "timing.critical_path.fanout_max": 2,
    "path_buffers": 1,
    "cp_max_stage_delay_ps": 490,
    "regToRegStartpoint": "regOut[5]",
    "worst_setup_path_endpoint": "regOut[3]",
    "reg2reg_to": "regOut[5]",
    "cpLargestDelayFamily": "buffers and inverters",
    "worst-endpoint-arrival_ps": 1080,
    "end_kind": "primary output",
    "setup.worst_path.start_class": "register",
    "timing.setup.critical_path_class": "reg -> out",
    "critical_path_cell_by_cell": "clkdlybuf4s50_1",
    "worst_r2r_path_depth": 1
  },
  "floorplanning": {
    "floorplan.core_util": 0.0982,
    "die-width_um": 80,
    "fp-row-count": 21,
    "die-area_um2": 6400,
    "core_region_area_um2": 3420,
    "floorplan.io_pins": 19,
    "die_y_um": 80
  },
  "global_route": {
    "antenna_found_initial": 0,
    "maximum_number_of_pins_on_one_net_before_global_route_repair": 9,
    "grt_first_pass_wirelength_um": 1330,
    "first_global_vias": 242,
    "grt_util_all_layers": 0.0275,
    "grt_overflow_total": 0
  },
  "final_timing": {
    "drv_slew": 0,
    "tightestPinTransition_ps": 312,
    "timing.final.hold_violations": 0,
    "setup_total_negative_slack_ps": 0,
    "period_used_share": 0.918,
    "rsz0062_at_grt": "no",
    "finalCriticalPeriod_ps": 1380,
    "finalClockSkew_ps": 0,
    "relSlewSlack": 0.792,
    "timing.fmax_mhz": 727,
    "setup_violations": 0
  },
  "place": {
    "gp_congestion": 0.708,
    "io_buffers": 18,
    "dp_hpwl_um": 755
  },
  "power_and_ir_drop": {
    "p_leak_nw": 0.258,
    "vdd.ir_drop.worst_v": 0.000193,
    "power_density_nw_per_um2": 863,
    "final_total_power_mw": 0.522
  },
  "run": {
    "number_of_warnings_in_the_stage_logs": 25,
    "timing.max_cap.violations": 0
  }
}
==> cell type report <==
| type | instances | area (um^2) | area share |
|---|---|---|---|
| inverter | 1 | 3.75 | 0.00621 |
| tap | 46 | 57.6 | 0.0952 |
| timing repair buffer | 19 | 200 | 0.331 |
| multi-input combinational | 8 | 120 | 0.199 |
| clock buffer | 3 | 22.5 | 0.0373 |
| sequential | 8 | 200 | 0.331 |
==> how the worst min path moves through the flow <==
stage | startpoint | end | slack, ps | depth (start not counted)
CTS | clr | regOut[4] | 300 | 2
global route | clr | regOut[1] | 350 | 2
finish | clr | regOut[4] | 310 | 2
==> per-stage QoR <==
step	hold slack (ps)	util	instances	setup WS, ps	area, um^2
floorplan	116	-	18	658	335
global placement	503	0.170	82	132	582
CTS	300	0.177	85	96.8	604
detailed placement	501	0.170	82	120	582
finish	306	0.177	85	124	604
global route	350	0.177	85	65.0	604
==> layout by cell type (no fill, tap or decap) <==
master	synthesis	layout
sky130_fd_sc_hd__buf_12	0	1
sky130_fd_sc_hd__clkbuf_4	0	3
sky130_fd_sc_hd__clkdlybuf4s50_1	0	18
sky130_fd_sc_hd__dfrtp_1	8	8
sky130_fd_sc_hd__inv_1	1	1
sky130_fd_sc_hd__mux2_4	8	8
==> power breakdown <==
| part | switching (mW) | internal, mW |
|---|---|---|
| combinational | 0.0223 | 0.0938 |
| clock | 0.0638 | 0.0909 |
| sequential | 0.0127 | 0.238 |
==> layer usage <==
layer / track usage / vias to the layer above
met4: 0.0158 / 0
met5: 0 / -
met3: 0.00909 / 2
met1: 0.0317 / 95
li1: - / 103
met2: 0.0433 / 9
==> cell families (layout without fill, tap and decap cells) <==
| family | Yosys count | after routing | share of synthesized area |
|---|---|---|---|
| muxes | 8 | 8 | 0.358 |
| buffers and inverters | 2 | 23 | 0.0448 |
| DFF | 8 | 8 | 0.597 |
Power figures rest on the tool's default switching activity, not on a simulated workload.
