===== ./design.v =====
module LedBarMux
    (
    input [7:0] cpuDO,           
    input [7:0] cpuDI,           
    input [7:0] portFFDO,        
    input [1:0]	sw,              
    input       pll0_100MHz,      
    output reg [7:0] LEDoutData  
    );
always @(posedge pll0_100MHz) begin
    if (sw == 2'b0)              
        LEDoutData = ~cpuDO;    
    else if (sw == 2'b01)        
        LEDoutData = ~cpuDI;    
    else
        LEDoutData = ~portFFDO;   
    end
endmodule

===== ./run.sh =====
#!/bin/bash
# OpenROAD 26Q1-2900-gdf79404cd8, Yosys 0.63+post, stock flow scripts
make -C /OpenROAD-flow-scripts/flow DESIGN_CONFIG=/design/flow/config.mk WORK_HOME=/design/flow/orfs finish

===== ./config.mk =====
export PLATFORM = sky130hd
export DESIGN_NAME = LedBarMux
export DESIGN_NICKNAME = LedBarMux
export VERILOG_FILES = /design/flow/design.v
export SDC_FILE = /design/flow/constraint.sdc
export NUM_CORES = 4
export LEC_CHECK = 1
export CORE_AREA = 10 10 70 70
export DIE_AREA = 0 0 80 80

===== ./constraint.sdc =====
current_design LedBarMux

set clk_period 1.1
set clk_io_pct 0.2

create_clock -name clk0 -period $clk_period [get_ports {pll0_100MHz}]

set non_clock_inputs [all_inputs -no_clocks]
set_input_delay [expr $clk_period * $clk_io_pct] -clock clk0 $non_clock_inputs
set_output_delay [expr $clk_period * $clk_io_pct] -clock clk0 [all_outputs]

==> reports/qor.csv <==
stage,metric,value,unit
final_timing,RSZ-0062 raised after global routing,no,
global_route,largest net degree at the start of global routing,5,
global_route,vias in the first global route,418,
place,GP Congestion,0.725,
routing,Via Count,336,
power,NetSw,0.137,mW
clocking,TritonCTS buffer count,3,
clocking,clock slew at reported path FFs,0.05,ns
place,number of I/O port buffers,34,
worst_setup_path,CP max stage delay,0.30,ns
logic_synthesis,Max-area cell share,42.5,%
routing,1st-iter DRT viols,1,
logic_synthesis,"top cells, area","dfxtp_1 43%, mux2_4 32%, mux2i_1 21%, buf_6 3.0%, clkbuf_2 1.3%",
worst_setup_path,CP required,0.88,ns
final_layout,area grow syn2layout,116,%
routing,ant diodes,0,
final_timing,Final TNS setup,0,ns
floorplanning,Core Region,3420,µm²
job,max-capacitance violation count,0,
final_timing,min cycle time layout,1.01,ns
power,clock power share,27.8,%
final_timing,final setup violating endpoints,0,
global_route,first-pass GRT wire length,2050,µm
final_timing,Final Hold Violation Tally,0,
routing,drt pass-1 iters,2,
place,dpl cell area,788,µm²
power,Peak VDD IR,0.000256,V
worst_setup_path,Crit Path Max Fanout,1,
floorplanning,row count,21,
logic_synthesis,YS warnings,1,
clocking,Root Buffer,clkbuf_4,
final_layout,post-route cell area,812,µm²
logic_synthesis,top cell type by total area after synthesis,dfxtp_1,
final_layout,layout cell share with drive strength beyond 1,24.6,%
final_timing,post-route setup slack,0.0907,ns
logic_synthesis,Yosys Chip Area,377,µm²
worst_setup_path,crit-path leading delay family,flip-flops,
final_timing,worst rel slew slack,91.5,%
worst_setup_path,arrival time worst endpoint,0.79,ns
routing,drt via density,3.03,
clocking,Clock Sinks,8,
place,"worst slack, placed",-0.248,ns
final_layout,number of flip-flops under the largest register name,8,
routing,DRC,0,
clocking,CTS Buffer Depth,2,
floorplanning,Die Width,80,µm
job,OpenROAD warning count,26,
worst_setup_path,Worst path slowest cell,dfxtp_1,
floorplanning,Init Core Util,11.0,%
logic_synthesis,yosys cell count,26,
logic_synthesis,Yosys cell types,5,
floorplanning,num ports,35,
final_timing,Slew Limit Fails,0,
final_timing,Fmax,991,MHz
routing,Post-Route WL,1360,µm
logic_synthesis,ys flops,8,
clocking,postcts setup bufs,0,
logic_synthesis,synthesized area per cell,14.5,µm²
worst_setup_path,worst-path cell chain,dlygate4sd2_1,
power,combinational share of power,28.4,%
power,Final Power,0.743,mW
global_route,total grt overflow,0,
clocking,post-CTS sizing,9,
routing,Post-DRT Antenna Nets,0,
global_route,gr usage total,4.02,%
floorplanning,Die Height,80,µm
outcome,outcome,"complete, no violations",
power,sequential power share,43.8,%
power,power density over the cells,915,nW/µm²
power,sw frac,18.4,%
worst_setup_path,type of destination of the critical path,output port,
power,leak pwr,0.369,nW
hold_path,Hold Crit Class,input port to flop,
logic_synthesis,Synth Seq Share,42.5,%
global_route,antenna violations before repair,0,
clocking,"Hold-fix buffers, CTS",0,
final_timing,Worst-Margin Slew,0.123,ns
routing,Avg WL per Cell,12.2,µm
clocking,H-tree depth,1,
worst_setup_path,Worst setup SP type,flop,
worst_setup_path,buffer and inverter count on the worst path,1,
power,internal power,0.606,mW
floorplanning,chip area,6400,µm²
clocking,CTS tree,done,
worst_setup_path,kind of critical path,flop to output port,
final_timing,cycle use final,91.8,%
logic_synthesis,Post-Syn Instances,26,
logic_synthesis,Synth Cell Area,377,µm²
## kinds of logic after synthesis
| kind of cell | count (synthesis) | share of synthesized area, % |
|---|---|---|
| buffers and inverters | 2 | 4.32 |
| DFF | 8 | 42.5 |
| muxes | 16 | 53.2 |
## worst paths after layout
kind	startpoint	end	cells past startpoint
worst max-delay path	LEDoutData[7]$_DFF_P_	LEDoutData[7]	1
worst min-delay path	sw[0]	LEDoutData[1]$_DFF_P_	4
## through the flow
step	utilization, %	hold WS, ns	instances
2_1_floorplan	-	0.318	26
6_report	23.8	0.493	111
5_1_grt	23.8	0.514	111
4_1_cts	23.5	0.532	111
3_5_place_dp	23.1	0.778	108
3_3_place_gp	23.1	0.791	108
## layout by cell type, fill, tap and decap left out
master	n
dlygate4sd2_1	8
dfxtp_2	1
mux2i_1	8
buf_4	2
buf_6	2
dlymetal6s2s_1	1
dfxtp_1	7
clkbuf_4	3
mux2_4	8
clkdlybuf4s50_1	25
## synthesized netlist by cell type
| cell | count |
|---|---|
| buf_6 | 1 |
| dfxtp_1 | 8 |
| mux2i_1 | 8 |
| mux2_4 | 8 |
| clkbuf_2 | 1 |
## power groups by stage
| stage | Combinational (mW) | Clock (mW) | Sequential [mW] |
|---|---|---|---|
| final | 0.211 | 0.207 | 0.325 |
| after CTS | 0.214 | 0.213 | 0.326 |
| after global routing | 0.229 | 0.228 | 0.328 |
## metal layers
| layer | vias up | track usage, % | routed length (µm) |
|---|---|---|---|
| li1 | 171 | - | - |
| met1 | 140 | 4.75 | 603 |
| met2 | 23 | 6.34 | 580 |
| met3 | 2 | 1.82 | 140 |
| met4 | 0 | 1.23 | 34 |
| met5 | - | 0 | 0 |
## final cells by class
| type | instances | area [µm²] |
|---|---|---|
| sequential | 8 | 161 |
| tap | 46 | 57.6 |
| timing repair buffer | 38 | 370 |
| fill | 377 | 2600 |
| multi-input combinational | 16 | 200 |
| clock buffer | 3 | 22.5 |
Power figures rest on the tool's default switching activity, not on a simulated workload.
