==> /design/flow/design.v <==
module cpUDIMux
    (
    input [7:0] romData,     
    input   rom_cs,          
    input   pll0_100MHz,     
    output reg [7:0] outData   
    );
always @(posedge pll0_100MHz) begin
    if (rom_cs)                  
        outData = romData;      
    else
        outData = 8'h00;         
    end                          
endmodule
==> /design/flow/run.sh <==
#!/bin/bash
# OpenROAD 26Q1-2900-gdf79404cd8, Yosys 0.63+post, stock flow scripts
make -C /OpenROAD-flow-scripts/flow DESIGN_CONFIG=/design/flow/config.mk WORK_HOME=/design/flow/orfs finish
==> /design/flow/config.mk <==
export PLATFORM = sky130hd
export DESIGN_NAME = cpUDIMux
export DESIGN_NICKNAME = cpUDIMux
export VERILOG_FILES = /design/flow/design.v
export SDC_FILE = /design/flow/constraint.sdc
export NUM_CORES = 4
export LEC_CHECK = 1
export CORE_AREA = 10 10 70 70
export DIE_AREA = 0 0 80 80
==> /design/flow/constraint.sdc <==
current_design cpUDIMux

set clk_period 1.0
set clk_io_pct 0.2

create_clock -name clk0 -period $clk_period [get_ports {pll0_100MHz}]

set non_clock_inputs [all_inputs -no_clocks]
set_input_delay [expr $clk_period * $clk_io_pct] -clock clk0 $non_clock_inputs
set_output_delay [expr $clk_period * $clk_io_pct] -clock clk0 [all_outputs]
==> flow_metrics.tcl <==
# place-and-route summary
set metrics [dict create \
    post_cts.repair.setup_buffers 0 \
    synth_cell_type_count 2 \
    final_area_um2 455 \
    transition_time_at_the_pin_with_the_least_slew_margin_ns 0.206 \
    ys.warnings.count 1 \
    sw_frac_of_total 0.174 \
    totalWireLength_um 635 \
    sequential_cell_area_um2 161 \
    timing.max_slew.rel_slack 0.862 \
    power-per-cell-area_nw_per_um2 1400 \
    tool_warnings 25 \
    synth-seq-cells 8 \
    placeableCoreArea_um2 3420 \
    setup_repair_after_global_routing_missed_its_margin "false" \
    vdd_drop_max_uv 159 \
    rows 21 \
    grt_first_pass_wirelength_um 952 \
    cp_data_required_time_ns 0.80 \
    detail_route.antenna_diodes 0 \
    detail_route.wl_per_cell_um 7.74 \
    area_growth_syn_to_layout_pct 117 \
    overflow 0 \
    syn_area_um2 210 \
    clock_sink_count 8 \
    nFillCells 399 \
    via_count_of_the_first_global_routing_pass 178 \
    port_buffers 17 \
    grt_usage 0.0191 \
    status "completed" \
    setup.worst_path.start_class "flip-flop" \
    cts_buffers 3 \
    cts.reportedPaths.clkPinSlew_ns 0.05 \
    routed-via-count 184 \
    timing.hold.ws_ns 0.526 \
    postRouteAntennaNets 0 \
    io-pin-count 18 \
    synthesis.area_per_instance_um2 13.1 \
    leakagePower_nw 0.185 \
    hold_end "outData[6]" \
    chip_area_um2 6400 \
    first_pass_iters 4 \
    cts-root-to-sink-buffers 2 \
    net-switching-power_mw 0.111 \
    holdPathStages 2 \
    holdCritPathClass "in -> reg" \
    die.size.y_um 80 \
    report.final.hold_viol_count 0 \
    die_w_um 80 \
    timing.setup.critical_path_class "reg -> out" \
    cts_root_buffer "clkbuf_4" \
    dpl_cell_area_um2 438 \
    cts.hold.buffers_added 0 \
    combinationalPowerShare 0.104 \
    number_of_max_slew_violations_in_the_final_report 0 \
    cp_slowest_stage_delay_ns 0.29 \
    tritoncts "yes" \
    clock_share_of_power 0.364 \
    post_route_cells_drive_above_1_share 0.111 \
    drc_errors 0 \
    hp-start "romData[6]" \
    syn-instance-count 16 \
    power.internal_mw 0.528 \
    clock_tree.htree_level_count 1 \
    worst_path_max_delay_cell "dfxtp_1" \
    critical_path_end_type "output pin" \
    place.gp.congestion 0.620 \
    timing.final.crit_share 0.968 \
    pwr-share-seq 0.532 \
    route.detailed.vias_per_inst 2.24 \
    initial_utilization 0.0615 \
    synth.yosys.num_cells 16 \
    synth-seq-area-share 0.762 \
    fmaxAchievable_mhz 1030 \
    violation_count_after_the_first_detailed_routing_iteration 1 \
    grt_max_degree 9 \
    cp_top_family "flip-flops" \
    crit_path_cell_trace "dlygate4sd2_1" \
    crit_buf_inv 1 \
    yosys.stat.chipArea_um2 210 \
    drv.max_cap_violation_count 0 \
    setup_viol 0 \
    minimum_period_implied_by_the_final_worst_setup_slack_ns 0.968 \
    largest_reg_flops 8 \
    critPathArrivalTime_ns 0.77 \
    grt_antenna_before_repair 0 \
    multiInputGateArea_um2 50.0 \
    critPathMaxFanout 1 \
]
-- power groups by stage --
stage | Combinational (mW) | Sequential (mW) | Clock [mW]
CTS | 0.0680 | 0.340 | 0.245
finish | 0.0668 | 0.340 | 0.232
global route | 0.0740 | 0.341 | 0.263
-- metal layers --
metal | share of wire | up-vias | global-route usage
li1 | - | 89 | -
met4 | 0.065 | 0 | 0.0158
met2 | 0.63 | 7 | 0.0369
met5 | 0 | - | 0
met1 | 0.30 | 84 | 0.0155
met3 | 0.0094 | 4 | 0.00455
-- cell type report --
class,count,area share
clock buffer,3,0.0495
timing repair buffer,17,0.360
sequential,8,0.354
tap,46,0.126
multi-input combinational,8,0.110
-- through the flow --
step / std cells / util / power (mW) / worst slack, ns / TNS, ns
4_1_cts: 82 / 0.132 / 0.652 / 0.00910 / 0
6_report: 82 / 0.133 / 0.639 / 0.0323 / 0
3_5_place_dp: 79 / 0.128 / 0.426 / -0.0520 / -0.258
2_1_floorplan: 16 / - / 0.353 / 0.538 / 0
3_3_place_gp: 79 / 0.128 / 0.425 / -0.0250 / -0.0536
5_1_grt: 82 / 0.133 / 0.678 / 0.00138 / 0
-- cell families after synthesis --
| logic type | share of synthesized area |
|---|---|
| AND/OR/NAND/NOR | 0.238 |
| flip-flops | 0.762 |
-- repair_timing --
item	CTS	global route
setup endpoints to repair	8	3
gates resized	8	4
pin swaps	0	0
gates cloned	0	0
-- synthesized netlist by cell type (all sizes together) --
library cell | count | area (µm²)
dfxtp | 8 | 160
and2 | 8 | 50.1
-- worst max-delay path by stage --
stage           endpoint  slack, ns        from  cells after the start
CTS           outData[3]      0.009  outData[3]                      1
global route  outData[5]      0.001  outData[5]                      1
finish        outData[1]       0.03  outData[1]                      1
-- cell usage in the layout, fill, tap and decap left out, drive strengths merged --
master / instances
clkdlybuf4s50: 9
dlygate4sd2: 5
dfxtp: 8
clkbuf: 3
clkdlybuf4s15: 3
and2: 8
Power and IR drop assume default switching activity.
